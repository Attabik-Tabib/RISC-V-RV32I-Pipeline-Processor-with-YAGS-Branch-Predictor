### design/flow/config.mk
export PLATFORM = sky130hd
export DESIGN_NAME = reg_file
export DESIGN_NICKNAME = reg_file
export VERILOG_FILES = /design/flow/design.v
export SDC_FILE = /design/flow/constraint.sdc
export NUM_CORES = 4
export LEC_CHECK = 1
export CORE_UTILIZATION = 50
### design/flow/constraint.sdc
current_design reg_file

set clk_period 10.6
set clk_io_pct 0.2

create_clock -name clk0 -period $clk_period [get_ports {clk}]

set non_clock_inputs [all_inputs -no_clocks]
set_input_delay [expr $clk_period * $clk_io_pct] -clock clk0 $non_clock_inputs
set_output_delay [expr $clk_period * $clk_io_pct] -clock clk0 [all_outputs]
### design/flow/design.v
package types;
	typedef enum bit[1:0] {strongly_not_taken = 2'b00, weakly_not_taken = 2'b01, weakly_taken = 2'b10, strongly_taken = 2'b11} counter_states;
endpackage
`timescale 1ns / 1ps
module reg_file #(parameter reg_size = 32, width = 32, depth = 32) (
    input clk,
    input reg_wr_en,
    input [4:0] rs1, rs2, rd,
    input [reg_size - 1 : 0] dataW_reg_file,
    output logic [reg_size - 1 : 0] data1, data2
    );
    logic [width - 1 :0] registers [0 : depth - 1];
    initial 
        begin
                registers[0] = 32'b0;
        end
    always_comb
        begin
            data1 =  registers[rs1];
            data2 =  registers[rs2];
        end
    always_ff @(negedge clk)
        begin
            if(reg_wr_en == 1'b1 && rd != 5'd0)
                  registers[rd] <= dataW_reg_file;
            else
                begin
                  registers[rd] <= registers[rd];
                end  
        end
endmodule
### design/flow/run.sh
#!/bin/bash
# OpenROAD 26Q1-2900-gdf79404cd8, Yosys 0.63+post, stock flow scripts
make -C /OpenROAD-flow-scripts/flow DESIGN_CONFIG=/design/flow/config.mk WORK_HOME=/design/flow/orfs finish
==> results_dict.tcl <==
# flow metrics
set metrics [dict create \
    grt_antenna_before_repair 7 \
    max-slew-margin-rel_pct 37.82 \
    setup_tns_final_ns 0 \
    dp_hpwl_microns 84580 \
    area.combinational_sq_um 16890 \
    cts_hold_bufs 0 \
    timing.critical_path.arrival_ns 8.22 \
    cp_data_required_time_ns 8.48 \
    numSynthFlops 1024 \
    largest_reg_flops 1024 \
    core_area_sq_um 96710 \
    worst_ir_drop_vdd_mv 0.1288 \
    post_layout_nonfiller_instances 5918 \
    area_taken_by_flip_flops_and_latches_sq_um 30750 \
    die_ar_sq_um 98780 \
    drt-pass1-iter-count 8 \
    worst_setup_hold_path_clk_slew_ns 0.03 \
    drt-initial-drc-count 2560 \
    vias 34810 \
    tritoncts "built" \
    detail_route.drc_violations 0 \
    mappedNetlistArea_sq_um 48760 \
    critPathKind "reg2out" \
    place.port_buffers 112 \
    timing.hold.worst_endpoint "data2[17]" \
    cts_repair_resize_count 0 \
    synth.comb.largest_family "multiplexers" \
    crit_path_start "registers[2][19]" \
    globalRouteTotalUtil_pct 33.95 \
    drt.antenna.violating_nets 0 \
    largest_net_degree_at_the_start_of_global_routing 91 \
    power.static_leakage_uw 0.02608 \
    fill_cells 6895 \
    worst_hold_path_depth 6 \
    synth.yosys.seq_area_share_pct 63.06 \
    chip_area_from_the_yosys_synthesis_statistics_sq_um 48760 \
    synth.cellmix.simpleShare_pct 4.708 \
    gr-total-overflow 0 \
    count_of_standard_cell_rows 114 \
    wl_microns 152300 \
    die.size.y_microns 314.3 \
    dp.cells 4682 \
    reg_top3 "registers x1024" \
    setup-violations-final 0 \
    synthMuxAreaShare_pct 21.02 \
    finalHoldViolCount 0 \
    yosysUniqueCellTypes 25 \
    post-cts-setup-buffer-count 0 \
    global_route_wire_length_before_repair_microns 222300 \
    post_route_cells_drive_above_1_share_pct 7.954 \
    mean_syn_cell_area_sq_um 14.40 \
    critPathCaptureType "primary output" \
    critPathMaxFanout 2 \
    fp_util_pct 50.42 \
    cell_area_leaders "sky130_fd_sc_hd__edfxtp_1 (63%), sky130_fd_sc_hd__mux2i_1 (21%), sky130_fd_sc_hd__a22oi_1 (3.0%)" \
    outcome "completed" \
    warnings 1027 \
    syn2layout_area_growth_pct 22.03 \
    drv.max_cap_violation_count 0 \
    gp_congestion 0.9011 \
    crit_path_start_kind "register" \
    largest_register_by_flop_count "registers" \
    first_global_vias 38100 \
    syn-instance-count 3387 \
    maxSlewViolCount 0 \
    post_synth_fa_ha_maj_area_fraction_pct 0 \
    synth_compound_gate_area_share_pct 8.047 \
    ctsRootBufferMaster "sky130_fd_sc_hd__clkbuf_16" \
    largest_area_cell "sky130_fd_sc_hd__edfxtp_1" \
    die_x_microns 314.3 \
    post-synth-top-area-fraction_pct 63.06 \
    routed_len_inst_microns 25.73 \
    cts_max_level 3 \
    hold_path_class "in2out" \
    rsz0062_at_grt "no" \
    cts_inserted_buffers 113 \
    tightestPinTransition_ns 0.9256 \
    synth.yosys.num_cells 3387 \
    ios 113 \
    ctsLongestPathBuffers 3 \
    synthesis.yosys.warnings 1 \
    power_density_nw_per_um2 187.9 \
    synth.cellmix.xorXnorShare_pct 0 \
    detail_route.vias_per_cell 5.883 \
    worst_hold_startpoint "rs2[1]" \
    clock_sinks 1024 \
]
==> worst max-delay path by stage <==
stage                       end  slack, ns  cells after the start
final                 data1[19]       0.26                      6
after global routing  data2[20]       0.09                      6
after CTS             data1[24]       0.27                      6
==> synthesized netlist by cell type <==
library cell                  n
sky130_fd_sc_hd__mux2i_1   1024
sky130_fd_sc_hd__or3_1        1
sky130_fd_sc_hd__edfxtp_1  1024
sky130_fd_sc_hd__nor2_1      34
sky130_fd_sc_hd__buf_1       10
sky130_fd_sc_hd__buf_6       37
sky130_fd_sc_hd__a22oi_1    192
sky130_fd_sc_hd__nand3_1    194
sky130_fd_sc_hd__nand3b_1     5
sky130_fd_sc_hd__or2_2        2
sky130_fd_sc_hd__nor3_1      64
sky130_fd_sc_hd__a22o_1     128
sky130_fd_sc_hd__clkbuf_1    71
sky130_fd_sc_hd__nand2_1    195
sky130_fd_sc_hd__nand2b_1     4
sky130_fd_sc_hd__and2_1       2
sky130_fd_sc_hd__inv_1        1
sky130_fd_sc_hd__a31oi_1     64
sky130_fd_sc_hd__a21oi_1    192
sky130_fd_sc_hd__buf_2       79
sky130_fd_sc_hd__clkbuf_4     4
sky130_fd_sc_hd__or3b_2       3
sky130_fd_sc_hd__buf_4       52
sky130_fd_sc_hd__conb_1       1
sky130_fd_sc_hd__nor2b_1      4
==> cells in the final DEF (no fill, tap or decap), drive strengths merged <==
master and count:
a21oi 192, a22o 128, a22oi 192, a31oi 64, and2 2, buf 131, bufinv 27, clkbuf 119
clkdlybuf4s50 110, clkinv 1, clkinvlp 35, conb 32, diode 3, edfxtp 1024, inv 1052, mux2i 1024
nand2 195, nand2b 4, nand3 194, nand3b 5, nor2 34, nor2b 4, nor3 64, or2 2
or3 1, or3b 3
==> layer usage <==
layer | wire, microns | vias up | track usage (%)
met5 | 189 | - | 1.257
met4 | 4736 | 12 | 13.66
met3 | 24800 | 297 | 25.90
met2 | 69110 | 2217 | 46.25
met1 | 53430 | 16600 | 41.84
li1 | - | 15690 | -
==> critical path: stages, from the launching register on <==
cell	delay [ns]
sky130_fd_sc_hd__edfxtp_1	0.33
sky130_fd_sc_hd__mux2i_1	0.08
sky130_fd_sc_hd__a22o_1	0.26
sky130_fd_sc_hd__nor3_1	0.74
sky130_fd_sc_hd__a31oi_1	0.20
sky130_fd_sc_hd__nand3_1	0.13
sky130_fd_sc_hd__clkdlybuf4s50_1	0.47
==> cell type report <==
class / count / area share (%)
well taps: 1276 / 2.683
flip-flops and latches: 1024 / 51.68
repair buffers: 241 / 3.907
diodes: 3 / 0.01262
multi-input cells: 2140 / 28.38
clock inverters: 1115 / 8.337
clock buffers: 119 / 5.004
==> power by group <==
part	internal, uW	leakage, uW	switching [uW]
registers	4550	0.00925	24.3
logic	317	0.00938	545
clock network	3180	0.00745	2560
total	8050	0.0261	3130
==> cells by family (layout without fill, tap and decap cells) <==
| family | after synthesis | in the layout |
|---|---|---|
| AND-OR/OR-AND | 576 | 576 |
| other | 1 | 35 |
| AND/OR/NAND/NOR | 508 | 508 |
| flip-flops | 1024 | 1024 |
| buffers and inverters | 254 | 1475 |
| multiplexers | 1024 | 1024 |
==> stage by stage <==
stage               setup slack, ns  hold slack [ns]  utilization, %  power [uW]  area (sq um)
global placement             0.8259            5.542           53.32        6033         51560
floorplan                    0.7601            4.501               -        5663         48880
global route                0.08873            5.596           61.53       11850         59500
detailed placement           0.8127            5.547           53.32        6044         51560
finish                       0.2645            5.602           61.53       11180         59500
CTS                          0.2724            5.548           61.52       11330         59500
Power and IR drop assume default switching activity.
