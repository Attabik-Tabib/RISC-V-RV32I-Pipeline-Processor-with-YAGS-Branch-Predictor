File: design.v
package types;
	typedef enum bit[1:0] {strongly_not_taken = 2'b00, weakly_not_taken = 2'b01, weakly_taken = 2'b10, strongly_taken = 2'b11} counter_states;
endpackage
`timescale 1ns / 1ps
module EX_MEM_Stage_Reg #(parameter size = 32) (
    input clk,
    input reset,
    input [size-1 : 0] PC_EX_in,
    input [size-1 : 0] ALU_out_EX,
    input [size-1 : 0] data2_EX_in_stored_hazard_mux,
    input [size-1 : 0] data1_EX_in,
    input [size-1 : 0] data2_EX_in,
    input reg_wr_en_EX_in,
    input [size-1 : 0] instruction_EX_in,
    input DMemWR_EX_in,
    input [1:0] WB_Sel_EX_in,
    input [1:0] store_size_EX_in,
    input [2:0] load_size_EX_in,
    output logic [size-1 : 0] PC_MEM_in,
    output logic [size-1 : 0] ALU_out_MEM_in,
    output logic [size-1:0] data2_EX_out_stored_hazard_mux,
    output logic [size-1 : 0] data1_MEM_in,
    output logic [size-1 : 0] data2_MEM_in,
    output logic [size-1:0] instruction_MEM_in,
    output logic DMemWR_MEM_in,
    output logic reg_wr_en_MEM_in,
    output logic [1 : 0] WB_Sel_MEM_in,
    output logic [1:0] store_size_MEM_in,
    output logic [2:0] load_size_MEM_in
    );
    always_ff @(posedge clk or negedge reset)
    begin
        if(!reset)
            begin
                PC_MEM_in <= 32'd0;
                ALU_out_MEM_in <= 32'd0;
                data2_EX_out_stored_hazard_mux <= 32'd0;
                data1_MEM_in <=32'd0;
                data2_MEM_in <= 32'd0;
                instruction_MEM_in <= 32'd0;
                DMemWR_MEM_in <=1'b0;
                reg_wr_en_MEM_in <= 1'b0;
                WB_Sel_MEM_in <= 2'd0;
                store_size_MEM_in <= 2'd0;
                load_size_MEM_in <= 3'd0;
            end
        else
            begin
                PC_MEM_in <= PC_EX_in;
                ALU_out_MEM_in <= ALU_out_EX;
                data2_EX_out_stored_hazard_mux <= data2_EX_in_stored_hazard_mux;
                data1_MEM_in <= data1_EX_in;
                data2_MEM_in <= data2_EX_in;
                instruction_MEM_in <= instruction_EX_in;
                DMemWR_MEM_in <= DMemWR_EX_in;
                reg_wr_en_MEM_in <= reg_wr_en_EX_in;
                WB_Sel_MEM_in <= WB_Sel_EX_in;
                store_size_MEM_in <= store_size_EX_in;
                load_size_MEM_in <= load_size_EX_in;
            end
    end
endmodule
File: run.sh
#!/bin/bash
# OpenROAD 26Q1-2900-gdf79404cd8, Yosys 0.63+post, stock flow scripts
make -C /OpenROAD-flow-scripts/flow DESIGN_CONFIG=/design/flow/config.mk WORK_HOME=/design/flow/orfs finish
File: config.mk
export PLATFORM = sky130hd
export DESIGN_NAME = EX_MEM_Stage_Reg
export DESIGN_NICKNAME = EX_MEM_Stage_Reg
export VERILOG_FILES = /design/flow/design.v
export SDC_FILE = /design/flow/constraint.sdc
export NUM_CORES = 4
export LEC_CHECK = 1
export CORE_AREA = 10 10 205 205
export DIE_AREA = 0 0 215 215
File: constraint.sdc
current_design EX_MEM_Stage_Reg

set clk_period 1.0
set clk_io_pct 0.2

create_clock -name clk0 -period $clk_period [get_ports {clk}]

set non_clock_inputs [all_inputs -no_clocks]
set_input_delay [expr $clk_period * $clk_io_pct] -clock clk0 $non_clock_inputs
set_output_delay [expr $clk_period * $clk_io_pct] -clock clk0 [all_outputs]
==> run notes <==
impl run done, here's what came out: # setup viols final=between 200 and 250, overall chip area=~46,000 um2, initial core utilization=between 10% and 20%, Post-route DRC=0, Post-Synthesis Cells=between 200 and 250, WL/cell=approximately 17 um, most instantiated library cell after synthesis=dfrtp_1, final setup margin=-0.2122 ns, Dominant cell area share=100.0%, Final period util=121.2%, width of the die=about 220 um, synthesis-stage register bit count=about 200, delay-heaviest family, CP=flip-flops, Synth Area per Inst=between 20 and 30 um2, slowest cell delay on critical path=approximately 0.37 ns, crit-path cells=buf_2, register area=between 5000 and 6000 um2, first-pass GRT wire length=29,480 um, hold depth=1, Peak VDD IR=roughly 1.3 mV, Remaining Overflow, GRT=0, post-synthesis cell type with the largest combined area=dfrtp_1, combinational gate area=0 um2, Post-synth EDFFs=0, Final min period=~1.2 ns, Setup TNS Final=-35.82 ns, CTS tree=done, tool warnings=27, yosys stat area=just over 5000 um2, worst min-delay path class=input port to register, outcome=finished, violations left, Seq/Total Area, Yosys=100.0%, Synth-to-Final Area Change=92.31%, CTS root buf=clkbuf_16, GRT Overall Usage=under 10%, top cells by count=dfrtp_1 (201), iteration tally of the first detailed-router pass=3, final-report hold violation count=0, PwrDens=about 1900 nW/um2, Tightest Pin Transition=around 0.25 ns, worst rel slew slack=roughly 83%, cts bufs inserted=22, crit path kind=register to output port, RSZ-0062 raised after global routing=yes, IO Port Bufs=a little over 400, Leak=~4.4 nW, CP Launch Type=register, Yosys Instances=201, Slew Limit Fails=0, Yosys cell types=1, vias in the first global route=roughly 4,200, Worst Path Required=~0.80 ns, yosys warns=1, Iteration-0 DRC Markers=around 150, Crit path depth=1, Diodes inserted=0, Vias=about 3,500, post-route cell area=slightly below 10,000 um2, CP endpoint kind=output port, failing checks=setup timing, Routed WL=between 20,000 and 25,000 um, pre-CTS WS=-0.04007 ns, Worst-path clk slew=0.06 ns, post-DP HPWL=15,680 um, DR vias/cell=between 3 and 4, CP max FO=1, Boundary Pins=a little over 400, mapped cell area=around 5000 um2, CTS sink cnt=~200, remaining antenna violation count after routing=0, fillcell total=a little under 4,000, Area after DPL=between 9000 and 10,000 um2, Core ar.=roughly 38,000 um2, asr flop ratio synth=around 100%, largest net degree at the start of global routing=35, Buf+Inv Stages, Crit Path=1, deepest clock path buffer count=3, row count=~70, #MultiIn Comb=0, layout cells sized above 1=~40%, Max-Cap Viols=0, initial antenna violation count=1, WP data arrival=between 1 and 1.5 ns, CP max stage cell=dfrtp_1, Placer Congestion=between 0.7 and 0.8, main flop type=dfrtp_1, chip height=approximately 220 um, Max Fclk=between 0.8 and 0.9 GHz, Area contributors post-synth=dfrtp_1 (100%), H-tree depth reported by CTS=1
-- layout by cell type, fill, tap and decap left out, types with 2 or more instances in the layout --
cell type and count:
dfrtp_1 201, clkdlybuf4s50_1 201, buf_12 4, buf_2 201
clkbuf_16 23, clkbuf_1 2, buf_4 18, clkbuf_8 5
clkinv_2 7
-- state kept, by name, summed over array words and instances (netlist names) --
signal / count
PC_MEM_in: 32
WB_Sel_MEM_in: 2
DMemWR_MEM_in: 1
store_size_MEM_in: 2
data2_MEM_in: 32
data1_MEM_in: 32
ALU_out_MEM_in: 32
reg_wr_en_MEM_in: 1
instruction_MEM_in: 32
data2_EX_out_stored_hazard_mux: 32
load_size_MEM_in: 3
-- metal layers --
layer  vias up  global-route usage, %  routed length, um
met5         -                      0                 13
met3        30                  5.691               3206
met1      1682                  9.754               7420
met2       293                  13.42               9022
li1       1528                      -                  -
met4         2                  1.854                491
-- power breakdown --
part / switching, W / total [W] / leakage [nW] / internal (W)
sequential: 0.0000944 / 0.00864 / 2.34 / 0.00854
clock: 0.00315 / 0.00788 / 0.360 / 0.00473
combinational: 0.000441 / 0.00148 / 1.73 / 0.00104
total: 0.00368 / 0.0180 / 4.43 / 0.0143
-- stage by stage --
step                      instances  total power, W  utilization, %  hold slack, ns
final                          1178         0.01799           25.74          0.1198
after global routing           1178         0.01876           25.74         0.08873
after CTS                      1178         0.01840           25.74         0.07692
after detailed placement       1137         0.01070           26.40          0.1901
after global placement         1137         0.01070           26.40          0.1889
after floorplan                 201        0.008681               -        -0.09559
-- path summary, 6_finish.rpt --
path                          startpoint                                  to
min in group asynchronous          reset  data2_EX_out_stored_hazard_mux[18]
worst min-delay path         PC_EX_in[9]                        PC_MEM_in[9]
worst max-delay path       PC_MEM_in[18]                       PC_MEM_in[18]
max in group asynchronous          reset                   ALU_out_MEM_in[7]
-- layout make-up --
cell class	count	share of cell area (%)
Clock buffer	29	6.597
Clock inverter	10	0.8408
Sequential cell	201	52.00
Tap cell	511	6.610
Timing Repair Buffer	427	33.95
-- kinds of logic (layout without fill, tap and decap cells) --
logic type  Yosys count  count (layout)  synth area share [%]
buf+inv               0             466                     0
flops               201             201                 100.0
-- what timing repair did --
| item | in CTS | in global routing |
|---|---|---|
| endpoints found under the hold margin | 150 | 72 |
| hold buffers | 2 | 1 |
| setup endpoints to repair | 201 | 352 |
| cloned | 0 | 0 |
| gates resized | 647 | 0 |
| buffers inserted | 0 | 0 |
No activity file was given, so power comes from the tool's default toggle rates.
