[design.v]
package types;
	typedef enum bit[1:0] {strongly_not_taken = 2'b00, weakly_not_taken = 2'b01, weakly_taken = 2'b10, strongly_taken = 2'b11} counter_states;
endpackage
`timescale 1ns / 1ps
module MEM_WB_Stage_Reg #(parameter size = 32) (
    input clk,
    input reset,
    input [size-1:0] PC_MEM_in,
    input [size-1 : 0] PC_adder_out_MEM,
    input [size-1 : 0] ALU_out_MEM_in,
    input [size-1 : 0] DMEM_out_MEM,
    input [size-1 : 0] data1_MEM_in,
    input [size-1 : 0] data2_MEM_in,
    input [size-1:0] instruction_MEM_in,
    input reg_wr_en_MEM_in,
    input [1:0] WB_Sel_MEM_in,
    output logic [size-1:0] PC_WB_in,
    output logic  [size-1 : 0] PC_adder_out_WB_in,
    output logic [size-1 : 0] ALU_out_WB_in,
    output logic  [size-1 : 0] DMEM_out_WB_in,
    output logic [size-1 : 0] data1_WB_in,
    output logic [size-1 : 0] data2_WB_in,
    output logic [size-1:0] instruction_WB_in,
    output logic reg_wr_en_WB_in,
    output logic [1:0] WB_Sel_WB_in
    );
     always_ff @(posedge clk or negedge reset)
    begin
        if(!reset)
            begin
                PC_WB_in <= 32'd0;
                PC_adder_out_WB_in <= 32'd0;
                ALU_out_WB_in <= 32'd0;
                DMEM_out_WB_in <= 32'd0;
                data1_WB_in <= 32'd0;
                data2_WB_in <= 32'd0;
                instruction_WB_in <= 32'd0;
                reg_wr_en_WB_in <= 1'b0;
                WB_Sel_WB_in <= 2'd0;        
            end
        else
            begin
                PC_WB_in <= PC_MEM_in;
                PC_adder_out_WB_in <= PC_adder_out_MEM;
                ALU_out_WB_in <= ALU_out_MEM_in;
                DMEM_out_WB_in <= DMEM_out_MEM;
                data1_WB_in <= data1_MEM_in;
                data2_WB_in <= data2_MEM_in;
                instruction_WB_in <= instruction_MEM_in;
                reg_wr_en_WB_in <= reg_wr_en_MEM_in;
                WB_Sel_WB_in <= WB_Sel_MEM_in;      
            end
    end
endmodule
[run.sh]
#!/bin/bash
# OpenROAD 26Q1-2900-gdf79404cd8, Yosys 0.63+post, stock flow scripts
make -C /OpenROAD-flow-scripts/flow DESIGN_CONFIG=/design/flow/config.mk WORK_HOME=/design/flow/orfs finish
[constraint.sdc]
current_design MEM_WB_Stage_Reg

set clk_period 1.0
set clk_io_pct 0.2

create_clock -name clk0 -period $clk_period [get_ports {clk}]

set non_clock_inputs [all_inputs -no_clocks]
set_input_delay [expr $clk_period * $clk_io_pct] -clock clk0 $non_clock_inputs
set_output_delay [expr $clk_period * $clk_io_pct] -clock clk0 [all_outputs]
[config.mk]
export PLATFORM = sky130hd
export DESIGN_NAME = MEM_WB_Stage_Reg
export DESIGN_NICKNAME = MEM_WB_Stage_Reg
export VERILOG_FILES = /design/flow/design.v
export SDC_FILE = /design/flow/constraint.sdc
export NUM_CORES = 4
export LEC_CHECK = 1
export CORE_AREA = 10 10 217 217
export DIE_AREA = 0 0 227 227
==> results.toml <==
# yosys + openroad results
[synth]
synth_area_per_cell_um2 = 25.0
ys_area_mm2 = 0.00568
yosys_warnings = 1
syn_inst = 227
ys_seq_share_pct = 100
ys_cells = 227
synth_area_mm2 = 0.00568
ys_types = 1
ys.flops = 227

[setup_path]
cp-start-kind = "flop"
cp.arrival_ns = 1.02
crit_family = "flip-flops"
crit_required_ns = 0.80
crit_path_end_kind = "output pin"
crit_chain = "buf_2"
crit_buf_inv = 1
cp_slowest_cell = "dfrtp_1"
slowest_delay_ns = 0.37
worst-path-max-fanout = 1
critPathKind = "flop to output pin"

[clock_tree]
numCtsBuffers = 24
cts_sinks = 227
clockBufferDepth = 3
clockRootBuffer = "clkbuf_16"
cts_tree = "yes"
cts_setup_buffers = 0
clkTransAtPathRegs_ns = 0.06
cts-htree-levels = 1

[floorplanning]
ios = 456
fp_util_pct = 13.5
chipArea_mm2 = 0.0515
die_width_um = 227
core_mm2 = 0.0421
die_h_um = 227
num_rows = 75

[hold_path]
hp-class = "primary input to flop"

[status]
status = "finished with violations"
failed_checks = "negative setup slack"

[finish]
mostFrequentLayoutCells = "227 x dfrtp_1, 227 x clkdlybuf4s50_1, 227 x buf_2, 25 x clkbuf_16, 15 x buf_4"
logic_gates = 0
combGateArea_um2 = 0
drive_gt1_share_pct = 38.7
fillers = 4325
syn_to_final_growth_pct = 90.5
final_util_pct = 25.7

[power]
p_sw_mw = 4.09
clock_power_share_pct = 44.5
internal-power_mw = 16.3
seqPwrFrac_pct = 47.7
switching_share_pct = 20.0
peakVddDrop_uv = 1260
p_leak_nw = 4.97
p_per_area_mw_per_mm2 = 1890
p_comb_share_pct = 7.8
finalPower_mw = 20.4

[route]
viasPerCell = 2.96
routedWlPerCell_um = 16.3
wl_met2_mm = 10.7
m1WireLength_mm = 7.10
wl_met3_mm = 2.52
routed_wirelength_mm = 20.9
maxUsedRoutingLayer = "met5"
drcViolationCount = 0
via_count = 3804
diodes = 0
antenna_left = 0
drt_iter0_markers = 102
drt-pass1-iter-count = 4

[timing]
finalCriticalPeriod_ns = 1.22
clock.fmax_mhz = 820
drv_slew = 0
slew_headroom_pct = 71.3
holdWs_ns = 0.107
setup_viol = 227
fin_ws_ns = -0.219
rsz0062_at_grt = "yes"
worst_slew_pin_slew_ns = 0.430
post-route-period-util_pct = 122
finalHoldViolations = 0

[grt]
overflow = 0
antenna_found_initial = 4
grt_max_degree = 40
grt_pass1_wl_mm = 28.8
grt_usage_pct = 7.62
grt_pass1_vias = 4220

[placed_design]
hpwl_mm = 16.9
routabilityCongestion = 0.780
portBuffers = 455

[job]
drv_cap = 0
warning_count = 27
-- Yosys cell counts --
cell type | count | area share, %
dfrtp_1 | 227 | 100
-- timing repair --
action                                 CTS  global route
endpoints found under the hold margin  227             0
setup endpoints to repair              227           227
cloned                                   0             0
gates resized                          737             0
hold buffers                             1             0
-- final timing paths --
| kind | startpoint | to | slack, ns | depth (start not counted) |
|---|---|---|---|---|
| max in group asynchronous | reset | DMEM_out_WB_in[31]$_DFF_PN0_ | 0.31 | 3 |
| min in group asynchronous | reset | instruction_WB_in[25]$_DFF_PN0_ | 0.18 | 2 |
| min | WB_Sel_MEM_in[0] | WB_Sel_WB_in[0]$_DFF_PN0_ | 0.11 | 1 |
| max | data2_WB_in[28]$_DFF_PN0_ | data2_WB_in[28] | -0.22 | 1 |
-- area by class of cell --
type	instances	area (um2)	share of cell area, %
clock buffers	30	674	6.23
clock inverters	13	146	1.35
flip-flops and latches	227	5680	52.5
well taps	539	674	6.23
repair buffers	476	3650	33.7
-- cells by family (layout without fill, tap and decap cells) --
| logic type | count (synthesis) | count (layout) | share of synthesized area, % |
|---|---|---|---|
| DFF | 227 | 227 | 100 |
| buffers and inverters | 0 | 519 | 0 |
-- metrics by stage --
step	setup TNS, ns	setup WS, ns	cells	area (um2)
3_5_place_dp	-0.115	-0.0178	1241	11100
2_1_floorplan	0	0.488	227	5680
5_1_grt	-57.11	-0.281	1285	10800
6_report	-42.96	-0.219	1285	10800
3_3_place_gp	-0.156	-0.0263	1241	11100
4_1_cts	-54.31	-0.275	1285	10800
-- sequential cells by signal, indices dropped and copies added (netlist names) --
name	flops
data1_WB_in	32
PC_WB_in	32
data2_WB_in	32
ALU_out_WB_in	32
PC_adder_out_WB_in	32
DMEM_out_WB_in	32
instruction_WB_in	32
reg_wr_en_WB_in	1
WB_Sel_WB_in	2
-- power by group through the flow --
stage,Combinational [mW],Sequential [mW],Clock (mW)
CTS,1.67,9.75,9.47
global route,1.76,9.78,9.85
finish,1.60,9.74,9.08
-- metal layers --
| metal | track usage [%] | vias up |
|---|---|---|
| met3 | 3.79 | 30 |
| met5 | 0 | - |
| li1 | - | 1710 |
| met2 | 12.6 | 211 |
| met1 | 8.72 | 1851 |
| met4 | 1.83 | 2 |
Power is estimated from default activity; no workload was simulated.
